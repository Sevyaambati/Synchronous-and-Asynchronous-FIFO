==> flow/design.v <==
module synch_fifo(clk_i,rst_i,wr_en_i,wdata_i,full_o,overflow_o,rd_en_i,rdata_o,empty_o,underflow_o);
	parameter DEPTH=16;
	parameter DATA_WIDTH=08;
	parameter PTR_WIDTH=$clog2(DEPTH);
	input clk_i,rst_i,wr_en_i,rd_en_i;
	input [DATA_WIDTH-1:0] wdata_i;
	output reg [DATA_WIDTH-1:0] rdata_o;
	output reg full_o,overflow_o,empty_o,underflow_o;
	reg[DATA_WIDTH-1:0] fifo[DEPTH-1:0];
	integer i;
	reg [PTR_WIDTH-1:0] wr_ptr,rd_ptr;
	reg wr_tg_f,rd_tg_f;
	always@(posedge clk_i)begin
		if(rst_i==1)begin
			rdata_o=0;
			full_o=0;
			overflow_o=0;
			empty_o=1;
			underflow_o=0;
			wr_ptr=0;
			rd_ptr=0;
			wr_tg_f=0;
			rd_tg_f=0;
			for(i=0;i<DEPTH;i=i+1)begin
				fifo[i]=0;
			end
		end
		else begin
			overflow_o=0;
			underflow_o=0;
			if(wr_en_i==1)begin
				if(full_o==1)begin
				overflow_o=1;
				end
				else begin
					fifo[wr_ptr]=wdata_i;
					if(wr_ptr==DEPTH-1)begin
						wr_tg_f=~wr_tg_f;
					end
					wr_ptr=wr_ptr+1;
				end
			end
		end
		if(rd_en_i==1)begin
			if(empty_o==1)begin
				underflow_o=1;
			end
			else begin
				rdata_o=fifo[rd_ptr];
				if(rd_ptr==DEPTH-1)begin
					rd_tg_f=~rd_tg_f;
				end
				rd_ptr=rd_ptr+1;
			end
		end
	end
	always@(*)begin
	full_o=0;
	empty_o=0;
	if(wr_ptr==rd_ptr && wr_tg_f!=rd_tg_f) full_o=1;
	else if(wr_ptr==rd_ptr && wr_tg_f==rd_tg_f) empty_o=1;
	end
endmodule
==> flow/run.sh <==
#!/bin/bash
# OpenROAD 26Q1-2900-gdf79404cd8, Yosys 0.63+post, stock flow scripts
make -C /OpenROAD-flow-scripts/flow DESIGN_CONFIG=/design/flow/config.mk WORK_HOME=/design/flow/orfs finish
==> flow/config.mk <==
export PLATFORM = sky130hd
export DESIGN_NAME = synch_fifo
export DESIGN_NICKNAME = synch_fifo
export VERILOG_FILES = /design/flow/design.v
export SDC_FILE = /design/flow/constraint.sdc
export NUM_CORES = 4
export LEC_CHECK = 1
export CORE_UTILIZATION = 50
==> flow/constraint.sdc <==
current_design synch_fifo

set clk_period 5.2
set clk_io_pct 0.2

create_clock -name clk0 -period $clk_period [get_ports {clk_i}]

set non_clock_inputs [all_inputs -no_clocks]
set_input_delay [expr $clk_period * $clk_io_pct] -clock clk0 $non_clock_inputs
set_output_delay [expr $clk_period * $clk_io_pct] -clock clk0 [all_outputs]
==> summary.txt <==
Physical design

The flow did not finish. The flow halted during synthesis. The first error in the log reads "ERROR: Found 1 problems in 'check -assert'".

Post-synth the commonest register cell is dfxtp_1. The count of unique library cells instantiated by Yosys stands at slightly below 70. The commonest cells after synthesis are 148 x dfxtp_1, 128 x nor2_1, 112 x mux2i_1. In the Yosys report, the sequential cells make up around 42% of the chip area. dfxtp_1 takes more of the synthesized area than any other cell. The flip-flop and latch count after synthesis stands at roughly 150.

Of the total synthesized cell area, the portion taken by full adders, half adders and majority gates is about 1.4%. In this run, the synthesized area fraction spent on xor and xnor cells is recorded as 1.50%. Of the total synthesized cell area, the portion taken by AND, OR, NAND and NOR gates is between 10% and 20%. For reference, the top logic cell family by area is simple AND/OR/NAND/NOR gates. The number of warnings issued by yosys stands at 2. The main area contributors are dfxtp_1 42%, mux2i_1 16%, nor2_1 6.8%. The count of flip-flops with a built-in enable after synthesis stands at 0.

The share of async-settable or async-resettable flops after synthesis stands at 0%. According to the Yosys statistics, the synthesized design has a chip area of 7020 um^2. The most frequently used library cell after synthesis is dfxtp_1. After synthesis, the share of cell area in mux cells is ~17%. The proportion of netlist area held by the largest area contributor stands at a little over two fifths. In this run, the synthesized area fraction spent on AND-OR/OR-AND gates is recorded as about an eighth. After synthesis, the design contains ~800 cells according to Yosys.
-- logic make-up after synthesis --
family          count (synthesis)
compound gates                132
flops                         148
mux                           119
buf+inv                        78
xor+xnor                       12
other cells                     1
simple gates                  282
fa+ha+maj                       8
